$ cat /design/flow/config.mk
export PLATFORM = sky130hd
export DESIGN_NAME = IO_register_file
export DESIGN_NICKNAME = IO_register_file
export VERILOG_FILES = /design/flow/design.v
export SDC_FILE = /design/flow/constraint.sdc
export NUM_CORES = 4
export LEC_CHECK = 1
export CORE_UTILIZATION = 30
$ cat /design/flow/constraint.sdc
current_design IO_register_file

set clk_period 6.7
set clk_io_pct 0.2

create_clock -name clk0 -period $clk_period [get_ports {Clk}]

set non_clock_inputs [all_inputs -no_clocks]
set_input_delay [expr $clk_period * $clk_io_pct] -clock clk0 $non_clock_inputs
set_output_delay [expr $clk_period * $clk_io_pct] -clock clk0 [all_outputs]
$ cat /design/flow/design.v
module decoder8 (input Din,
				 input [2:0] select,
				 output Dout0, Dout1, Dout2, Dout3, Dout4, Dout5, Dout6, Dout7);
logic Din_wire;
assign Din_wire = Din;
logic D0,D1,D2,D3,D4,D5,D6,D7;
assign Dout0 = D0;
assign Dout1 = D1;
assign Dout2 = D2;
assign Dout3 = D3;
assign Dout4 = D4;
assign Dout5 = D5;
assign Dout6 = D6;
assign Dout7 = D7;
always @ (Din_wire or select)		 
begin
	D0 = 0;
	D1 = 0;
	D2 = 0;
	D3 = 0;
	D4 = 0;
	D5 = 0;
	D6 = 0;
	D7 = 0;
	case(select)								 
	3'b000		:D0 = Din_wire;
	3'b001		:D1 = Din_wire;
	3'b010		:D2 = Din_wire;
	3'b011		:D3 = Din_wire;
	3'b100		:D4 = Din_wire;
	3'b101		:D5 = Din_wire;
	3'b110		:D6 = Din_wire;
	default  	:D7 = Din_wire;
	endcase
end
endmodule 
module mux2_8 (input [7:0] Din0, Din1,
				   input select,
				   output [7:0] Dout);
logic [7:0] Dout_wire;
assign Dout = Dout_wire;
always @ (Din0 or Din1 or select)		 
begin
	case(select)								 
	1'b0		:Dout_wire = Din0; 
	default  	:Dout_wire = Din1; 
	endcase
end
endmodule 
module mux3_8 (input [7:0] Din0, Din1, Din2,
				 input [1:0] select,
				 output [7:0] Dout);
logic [7:0] Dout_wire;
assign Dout = Dout_wire;
always @ (Din0 or Din1 or Din2 or select)		 
begin
	case(select)								 
	2'b00		   :Dout_wire = Din0; 
	2'b01			:Dout_wire = Din1;
	default  	:Dout_wire = Din2; 
	endcase
end
endmodule 
module mux8 (input [7:0] Din0, Din1, Din2, Din3, Din4, Din5, Din6, Din7,
				 input [2:0] select,
				 output [7:0] Dout);
logic [7:0] Dout_wire;
assign Dout = Dout_wire;
always @ (Din0 or Din1 or Din2 or Din3 or Din4 or
Din5 or Din6 or Din7 or select)		 
begin
	case(select)								 
	3'b000		:Dout_wire = Din0; 
	3'b001		:Dout_wire = Din1;
	3'b010		:Dout_wire = Din2;
	3'b011		:Dout_wire = Din3;
	3'b100		:Dout_wire = Din4;
	3'b101		:Dout_wire = Din5;
	3'b110		:Dout_wire = Din6;
	default  	:Dout_wire = Din7; 
	endcase
end
endmodule 
module reg2002 (input  logic Clk, Reset, Load,VBLANK_set,VBLANK_clear,PPUSTATUS_true,
              input  logic [7:0]  Data_In,	
              output logic [7:0]  Data_Out);	
    always_ff @ (posedge Clk or posedge Reset)	
    begin
	 	 if (Reset)
			  Data_Out <= 8'h00;	 
		 else if (Load)
			  Data_Out <= Data_In;
		 else if (VBLANK_set) 
			  Data_Out <= {1'b1,Data_Out[6:0]};
		 else if (VBLANK_clear | PPUSTATUS_true)
			  Data_Out <= {1'b0,Data_Out[6:0]};
    end
endmodule
module reg8 (input  logic Clk, Reset, Load,
              input  logic [7:0]  Data_In,	
              output logic [7:0]  Data_Out);	
    always_ff @ (posedge Clk or posedge Reset)	
    begin
	 	 if (Reset)
			  Data_Out <= 8'h00;	 
		 else if (Load)
			  Data_Out <= Data_In;		
    end
endmodule
module IO_register_file (input CPUClk,Clk, Reset, Load, Plus4, Plus1, OAMADDRCLR,VBLANK_set,VBLANK_clear,PaletteTrue,DMA_select,OAMAddrInc,
								 input [15:0] Address,
								 input [7:0] Data_in_CPU,VRAM_data,Palette_RAM_data,DMA_in,
								 output [7:0] Data_out,PPUCTRL_out,PPUMASK_out,PPUSTATUS_out,OAMDATA_out,PPUSCROLL_out,PPUADDR_out,PPUDATA_out,
								 output [7:0] DMA, OAMAddr,
								 output WT_clear,WT_load,Load2004,Load2005,Load2006,Load2007,VINC);
logic load_wire_PPU; 
logic [7:0] Data_out_PPU; 
logic PPU_Load0, PPU_Load1, PPU_Load2, PPU_Load3, PPU_Load4, PPU_Load5, PPU_Load6, PPU_Load7, OAMDMA_Load;
assign Load2004 = PPU_Load4;
logic [7:0] PPU_Out0, PPU_Out1, PPU_Out2, PPU_Out3, PPU_Out4, PPU_Out5, PPU_Out6, PPU_Out7, OAMDMA_Out;
logic [7:0] Dout,Data_in_2007,PPU_read_mux,Data_Buffer_out,OAMDATA_in,data_in_oamaddr;
logic v_inc;
logic wt_clear;
logic load_buffer,PPUSTATUS_true,OAMADDR_Clk;
logic [1:0] oamaddrmux_select;
assign oamaddrmux_select = {Plus4,(Plus1 | PPU_Load4 | DMA_select)};
logic clear_status;
logic vinc;
assign VINC = vinc;
assign DMA = OAMDMA_Out;
assign WT_clear = wt_clear;
assign WT_load = PPU_Load5 | PPU_Load6;
assign Data_out = Dout;
assign Load2005 = PPU_Load5;
assign Load2006 = PPU_Load6;
assign Load2007 = PPU_Load7;
assign OAMAddr = PPU_Out3;
assign load_buffer = v_inc & ~PPU_Load7 & ~PaletteTrue;
assign PPUCTRL_out = PPU_Out0;
assign PPUMASK_out = PPU_Out1;
assign PPUSTATUS_out = PPU_Out2;
assign OAMDATA_out = PPU_Out4;
assign PPUSCROLL_out = PPU_Out5;
assign PPUADDR_out = PPU_Out6;
assign PPUDATA_out = PPU_Out7;
always_comb
begin
load_wire_PPU = 1'b0;
OAMDMA_Load = 1'b0;
v_inc = 1'b0;
PPUSTATUS_true = 1'b0;
if (Address < 16'h2007)
begin
	if (Address == 16'h2002 && Load == 1'b0)
		PPUSTATUS_true = 1'b1;
	load_wire_PPU = Load;
	Dout = Data_out_PPU;
end
else if (Address == 16'h2007)
begin
	load_wire_PPU = Load;
	v_inc = 1'b1;
	Dout = PPU_read_mux;
end
else
begin
	if (Address == 16'h4014)
	begin
	OAMDMA_Load = Load;
	Dout = OAMDMA_Out;
	end
	else
	Dout = 8'd0;
end
end
decoder8 PPUDecoder(.Din(load_wire_PPU), .select(Address[2:0]),
						  .Dout0(PPU_Load0), .Dout1(PPU_Load1), .Dout2(PPU_Load2), .Dout3(PPU_Load3),
						  .Dout4(PPU_Load4), .Dout5(PPU_Load5), .Dout6(PPU_Load6), .Dout7(PPU_Load7));
mux8 PPUMux(.Din0(PPU_Out0), .Din1(PPU_Out1), .Din2(PPU_Out2), .Din3(PPU_Out3),
				.Din4(PPU_Out4), .Din5(PPU_Out5), .Din6(PPU_Out6), .Din7(PPU_Out7),
				.select(Address[2:0]), .Dout(Data_out_PPU));
mux2_8 PPUDATAMux(.Din0(VRAM_data),.Din1(Data_in_CPU),.select(PPU_Load7),.Dout(Data_in_2007));
mux2_8 PPUReadMux(.Din0(Palette_RAM_data),.Din1(Data_Buffer_out),.select(load_buffer),.Dout(PPU_read_mux));
mux2_8 OAMDATAMux(.Din0(Data_in_CPU),.Din1(DMA_in),.select(DMA_select),.Dout(OAMDATA_in));
mux3_8 OAMADDRMux(.Din0(Data_in_CPU),.Din1(PPU_Out3 + 8'h01),.Din2(PPU_Out3 + 8'h04),.select(oamaddrmux_select),.Dout(data_in_oamaddr));
reg8 PPUCTRL(.*, .Load(PPU_Load0), .Data_In(Data_in_CPU), .Data_Out(PPU_Out0));
reg8 PPUMASK(.*, .Load(PPU_Load1), .Data_In(Data_in_CPU), .Data_Out(PPU_Out1));
reg2002 PPUSTATUS(.*, .Load(PPU_Load2), .PPUSTATUS_true(clear_status), .Data_In(Data_in_CPU), .Data_Out(PPU_Out2));
reg8 OAMADDR(.Clk(Clk),.Reset(Reset | OAMADDRCLR), .Load(PPU_Load3 | PPU_Load4 | Plus1 | Plus4 | OAMAddrInc),.Data_In(data_in_oamaddr), .Data_Out(PPU_Out3));
reg8 OAMDATA(.*, .Load(PPU_Load4 | DMA_select), .Data_In(OAMDATA_in), .Data_Out(PPU_Out4));
reg8 PPUSCROLL(.*, .Load(PPU_Load5), .Data_In(Data_in_CPU), .Data_Out(PPU_Out5));
reg8 PPUADDR(.*, .Load(PPU_Load6), .Data_In(Data_in_CPU), .Data_Out(PPU_Out6));
reg8 PPUDATA(.*, .Load(PPU_Load7), .Data_In(Data_in_2007), .Data_Out(PPU_Out7));
reg8 OAMDMA(.*, .Load(OAMDMA_Load), .Data_In(Data_in_CPU), .Data_Out(OAMDMA_Out));
reg8 PPUDataBuffer(.*,.Load(load_buffer),.Data_In(VRAM_data),.Data_Out(Data_Buffer_out));
enum logic [2:0] {VINCWait,VINCWait2,VINCWait3,VINCWait4,Assert} VINC_State,VINC_Next_state;
always_ff @ (posedge Clk or posedge Reset)
begin
	if (Reset)
		VINC_State <= VINCWait;
	else
		VINC_State <= VINC_Next_state;
end
always_comb
begin
VINC_Next_state = VINC_State;
unique case (VINC_State)
VINCWait:
	if (v_inc)
		VINC_Next_state <= VINCWait2;
VINCWait2:
	VINC_Next_state <= VINCWait3;
VINCWait3:
	VINC_Next_state <= VINCWait4;
VINCWait4:
	VINC_Next_state <= Assert;
Assert:
	if (~v_inc)
		VINC_Next_state <= VINCWait;
endcase
end
always_comb
begin
vinc = 1'b0;
case (VINC_State)
VINCWait,VINCWait2,VINCWait3,VINCWait4:;
Assert:
	vinc = 1'b1;
endcase
end
enum logic [2:0] {Wait, Count1,Count2,Count3,Count4,Count5,Count6} State, Next_state;
always_ff @ (posedge Clk or posedge Reset)
begin 
	if (Reset) 
		State <= Wait;
	else 
		State <= Next_state;
end
always_comb 
begin
Next_state = State; 
unique case (State)
Wait:
	if (PPUSTATUS_true)
		Next_state <= Count1;
Count1:
	Next_state <= Count2;
Count2:
	Next_state <= Count3;
Count3:
	Next_state <= Count4;
Count4:
	Next_state <= Count5;
Count5:
	Next_state <= Count6;
Count6:
	Next_state <= Wait;
endcase
end
always_comb
begin
clear_status = 1'b0;
case (State)
Wait,Count1,Count2,Count3,Count4,Count5:;
Count6:
	clear_status = 1'b1;
endcase
end
always_comb
begin
if ((PPU_Load2 == 1'b0) && (Address == 16'h2002))
	wt_clear = 1'b1;
else
	wt_clear = 1'b0;
end
endmodule
$ cat /design/flow/run.sh
#!/bin/bash
# OpenROAD 26Q1-2900-gdf79404cd8, Yosys 0.63+post, stock flow scripts
make -C /OpenROAD-flow-scripts/flow DESIGN_CONFIG=/design/flow/config.mk WORK_HOME=/design/flow/orfs finish
==> reports/summary.txt <==
number of DRC markers after the initial detailed-route iteration: 208
total of max-cap violations: 0
Crit Path Class: in2out
number of enable-type register cells in the synthesized netlist: 0
number of detailed-route iterations in the first pass: 4
synthesized instance count: 425
standard cell area after detailed placement: 6310 um2
Comb area: 2240 um2
Final Instance Count excl. Fillers: 756
Finished Cell Area: 6610 um2
sinks on the clock net: 92
Flop area: 2300 um2
Fin. Hold Viols: 0
drt drc: 0
number of pins exceeding their max-slew limit in the final report: 0
launching element type of the critical path: primary input
chip area: 16100 um2
Dominant Register Cell: dfrtp_1
final critical-path share of the clock period: 84.3%
Min-Delay Path Depth: 0
final HPWL from detailed placement: 10900 um
antenna cell count: 0
min cycle time layout: 5650 ps
relative max-transition margin: 40.5%
slew at the pin with the worst max-slew slack: 888 ps
number of buffers added to fix hold violations after cts: 0
number of cells in Yosys stat: 425
summed negative setup slack over all endpoints: 0 ps
worst-path fanout max: 10
post-route ant nets: 0
worst IR drop on VDD: 0.146 mV
post_cts resized: 0
outcome: finished clean
TritonCTS clock tree: built
share of synthesized registers carrying an async set or reset: 100%
path type of the worst min-delay path: reg2reg
final wirelength: 15000 um
average size of a mapped cell: 11.0 um2
Port Buffer Count: 145
global-route total usage across every layer: 19.5%
final weighted congestion in routability-driven placement: 0.831
portion of the post-synthesis area used by sequential elements: 49.4%
vias per std cell: 5.23
post-CTS setup buffer count: 0
tally of OpenROAD warnings: 26
pin count of the biggest net entering global routing: 48
summed instance area of the synthesized netlist: 4670 um2
Overall Power: 1.55 mW
ys flops: 92
post-CTS clock slew at the launch and capture registers of the worst setup and hold paths: 60 ps
CTS buffer count: 9
CP Data Required Time: 5360 ps
reg2reg end: OAMADDR.Data_Out[6]
grt ovf: 0
Rows: 45
worst-skew pair later-pin latency: 350 ps
setup clock skew after layout: 2.73 ps
minimum hold slack: 354 ps
r2r startpoint: OAMADDR.Data_Out[2]
antenna violations before repair: 0
number of placed I/O pins: 147
first-pass GRT wire length: 23200 um
CORE AREA: 15200 um2
Init Core Util: 30.7%
path depth of the worst reg2reg path: 6
unrepaired setup endpoints after global routing: false
number of global-route vias before repair: 4038
routed wire length per instance: 19.8 um
total power density per cell area: 234 nW/um2
count of H-tree levels built during CTS: 3
clock tree root buffer cell: clkbuf_16
start point of the worst hold path: State[6]
leakage dissipation: 2.82 nW
yosys-reported design area after synthesis: 4670 um2
total vias in the final route: 3951
cell count after placement: 740
horizontal die dimension: 127 um
yosys warning tally: 7
Fmax: 177 MHz
height of the die: 127 um
area grow syn2layout: 41.5%
Critical Path AT: 4310 ps
capturing element type of the critical path: output port
maximum count of clock buffers along a single path: 2
hold-critical path endpoint: State[1]
setup-violating endpoint count in the final report: 0
setup slack of the worst register-to-register path: 5080 ps
fraction of layout instances using a drive strength above 1: 17.6%
number of fill cells: 1433
tally of unique sky130hd cells used after synthesis: 53
[where the power goes]
group / leakage, nW / switching [mW] / internal [mW]
combinational: 1.46 / 0.122 / 0.214
clock: 0.146 / 0.224 / 0.291
sequential: 1.22 / 0.0824 / 0.615
[worst max path at each step]
stage / from / to / slack (ps) / depth (start not counted)
after global routing: Address[6] / WT_load / 880 / 7
after CTS: Address[6] / WT_load / 1120 / 7
final: Address[6] / WT_load / 1050 / 7
[area by class of cell]
type                            instances  area share (%)
Inverter                                6           0.360
Timing Repair Buffer                  152            22.8
Clock buffer                            9            3.41
Tap cell                              188            3.56
Multi-Input combinational cell        302            33.9
Clock inverter                          7            1.12
Sequential cell                        92            34.9
[logic make-up after synthesis]
logic type | count (synthesis) | synth area share (%)
flops | 92 | 49.4
simple gates | 115 | 13.3
mux | 85 | 19.9
fa+ha+maj | 2 | 0.536
buf+inv | 31 | 2.79
compound gates | 98 | 13.7
xor+xnor | 2 | 0.375
[registers in the layout, indices dropped and copies added, names as in the netlist]
register                cells
OAMADDR.Data_Out            8
OAMDATA.Data_Out            8
OAMDMA.Data_Out             8
PPUADDR.Data_Out            8
PPUCTRL.Data_Out            8
PPUDATA.Data_Out            8
PPUDataBuffer.Data_Out      8
PPUMASK.Data_Out            8
PPUSCROLL.Data_Out          8
PPUSTATUS.Data_Out          8
State                       7
VINC_State                  5
[placed cells by master, fill, tap and decap left out, types with 3 or more instances in the layout]
cell type,instances
mux2i_1,21
o311ai_0,3
dfrtp_1,90
nor3_1,8
nor4_1,5
a22oi_1,6
inv_1,5
nand2b_1,4
and2_1,6
a21oi_1,10
a2bb2oi_1,5
nor2_1,16
o211ai_1,3
buf_4,7
nand3_1,7
nand4_1,4
nand2_1,40
and3_1,5
nor2b_1,4
nand3b_1,3
mux2_2,64
o21ai_0,35
o31ai_1,3
o22ai_1,5
clkdlybuf4s50_1,145
clkbuf_16,9
a221oi_1,7
a31oi_1,7
clkinv_2,3
[critical path, stage by stage]
cell	delay [ps]
clkdlybuf4s50_1	400
nor4_1	520
nand4_1	280
and2_1	410
nor4_4	680
nand2b_1	190
clkdlybuf4s50_1	480
[routing by layer]
layer	vias up	global-route usage, %	wire length (um)
met3	14	4.34	996
li1	1853	-	-
met2	134	30.5	6870
met1	1950	29.3	6900
met4	0	2.17	179
met5	-	0	0
[stage by stage]
step                      setup slack (ps)  util [%]
final                                 1050      43.5
after global routing                   884      43.5
after CTS                             1120      43.5
after detailed placement              1150      41.5
after global placement                1150      41.5
after floorplan                       2500         -
[cell usage after synthesis, types with 2 or more instances]
cell | instances | area [um2]
nand3_1 | 7 | 35.0
buf_2 | 2 | 10.0
mux2i_1 | 21 | 210
nand3b_1 | 3 | 22.5
a22o_1 | 2 | 17.5
and2_1 | 6 | 37.5
o22ai_1 | 5 | 31.3
a221oi_1 | 7 | 61.3
nand2b_1 | 4 | 25.0
nand2_1 | 40 | 150
o311ai_0 | 3 | 26.3
and3_1 | 5 | 31.3
a211oi_1 | 2 | 15.0
a21oi_1 | 10 | 50.1
ha_1 | 2 | 25.0
nor3b_1 | 2 | 15.0
clkbuf_1 | 16 | 60.1
nor4_1 | 5 | 31.3
o2bb2ai_1 | 2 | 17.5
a31oi_1 | 7 | 43.8
or2_2 | 2 | 12.5
dfstp_2 | 2 | 52.6
a22oi_1 | 6 | 45.0
nor4_4 | 2 | 42.5
inv_1 | 6 | 22.5
nor3_1 | 9 | 45.0
a2bb2oi_1 | 5 | 43.8
nand4_1 | 4 | 25.0
dfrtp_1 | 90 | 2250
o31ai_1 | 3 | 22.5
o21ai_0 | 35 | 175
o211ai_1 | 3 | 22.5
nor2b_1 | 4 | 25.0
mux2_2 | 64 | 721
nor2_1 | 16 | 60.1
buf_1 | 5 | 18.8
xor2_1 | 2 | 17.5
Power and IR drop assume default switching activity.
