--- flow/design.v ---
module OAM (input logic [7:0] address, 
					 input Clk,
					 input WE,
					 input [7:0] data_in,
					 output [7:0] read_data
					 );
logic [7:0] d_out;
assign read_data = d_out;
logic [7:0] mem[255:0];
always @ (negedge Clk) 
begin
if (WE)
mem[address] <= data_in;
d_out <= mem[address];
end
endmodule 
--- flow/run.sh ---
#!/bin/bash
# OpenROAD 26Q1-2900-gdf79404cd8, Yosys 0.63+post, stock flow scripts
make -C /OpenROAD-flow-scripts/flow DESIGN_CONFIG=/design/flow/config.mk WORK_HOME=/design/flow/orfs finish
--- flow/constraint.sdc ---
current_design OAM

set clk_period 15.7
set clk_io_pct 0.2

create_clock -name clk0 -period $clk_period [get_ports {Clk}]

set non_clock_inputs [all_inputs -no_clocks]
set_input_delay [expr $clk_period * $clk_io_pct] -clock clk0 $non_clock_inputs
set_output_delay [expr $clk_period * $clk_io_pct] -clock clk0 [all_outputs]
--- flow/config.mk ---
export PLATFORM = sky130hd
export DESIGN_NAME = OAM
export DESIGN_NICKNAME = OAM
export VERILOG_FILES = /design/flow/design.v
export SDC_FILE = /design/flow/constraint.sdc
export NUM_CORES = 4
export LEC_CHECK = 1
export CORE_UTILIZATION = 50
==> flow_summary.toml <==
# synthesis and place-and-route metrics
[finish]
seqCellArea_um2 = 61700
comb_area_um2 = 15800
synthToLayoutAreaGrowth_pct = 23.6
fin_cells = 8051
nFillCells = 10294
final_util_pct = 62.1
drive_gt1_share_pct = 17.9

[job]
maxCapViolations = 0
warning_count = 1033

[clocking]
cts_resized = 0
cts_buffers = 213
clock-root-buffer = "clkbuf_16"
clkSinkCount = 2056
cts_hold_buffers = 0
htreeDepth = 4
clockBufferDepth = 3
cts_setup_buffers = 0
clkLatencyLatePin_ns = 0.80
cts_tree = "yes"
path_clk_slew_ns = 0.04

[critical_path]
reg2reg_depth = 5
start_kind = "primary input"
cp-end-kind = "flip-flop"
critPathRequiredTime_ns = 8.45
r2r_setup_slack_ns = 12.78
worstReg2RegStart = "mem[59][4]$_DFFE_NP_"
cp_data_arrival_time_ns = 6.72
rr_endpoint = "d_out[4]$_DFF_N_"
startpoint = "address[0]"
worstPathMaxFanout = 41
crit_type = "in2reg"

[grt]
grt_max_degree = 132
grt_overflow = 0
grt_pass1_vias = 52427
grt_pass1_wl_um = 291000
grt.total_usage_pct = 28.7
antenna_found_initial = 8

[worst_hold_path]
hold_end = "d_out[6]$_DFF_N_"
hold_class = "reg2reg"
holdPathStages = 5
hp-start = "mem[178][6]$_DFFE_NP_"

[yosys]
yosysWarnings = 1
avgSynthCellArea_um2 = 22.1
ys_area_um2 = 78500
top_area_share_pct = 78.4
area_leaders = "edfxtp_1 (78%), mux4_2 (15%), a22oi_1 (2.4%), nor2_1 (1.1%), a21oi_1 (0.82%)"
ys_types = 22
synthFlopType = "edfxtp_1"
yosysMostFrequentCell = "edfxtp_1"
edf_count = 2048
syn_area_um2 = 78500
ys_ff = 2056
yosysTopAreaCell = "edfxtp_1"
syn_inst = 3548
yosysSeqAreaShare_pct = 78.6
async_flop_share_pct = 0
yosys_cells = 3548
yosys-top-cells-count = "edfxtp_1 (2048), mux4_2 (512), a22oi_1 (256)"

[placed_design]
io_buffers = 25
dp_hpwl_um = 113000
place_inst = 5596
place_congestion = 0.903

[sta]
final_hold_viol_count = 0
rsz0062_at_grt = "no"
slew_viol_final = 0
tightest_slew_ns = 1.29
tns_ns = 0
skew_ns = 0.0412
max_slew_margin_pct = 13.0
setup_violations = 0

[die]
core_um2 = 156000
rows = 145
die-width_um = 398
fp-utilization_pct = 50.3
top_level_ports = 26
die_h_um = 398
chipArea_um2 = 159000

[pwr]
power_leakage_nw = 38.3
power_density_nw_per_um2 = 142
power_mw = 13.7
peakVddDrop_mv = 0.113

[drt]
topRoutingLayerUsed = "met5"
routed_via_density = 5.46
drtPass1Iterations = 6
wl_met1_um = 62900
wl_met3_um = 34500
drt.antenna.violating_nets = 0
drc = 0
post_drt_wl_per_cell_um = 24.2
vias = 43954
drt_iter0_drc = 2504
wl_um = 195000
dr_wl_met2_um = 91400

[outcome]
outcome = "finished clean"
-- sequential cells by signal, indices dropped and copies added (netlist names) --
| name | flops |
|---|---|
| d_out | 8 |
| mem | 2048 |
-- layout by cell type (no fill, tap or decap), types with 5 or more instances in the layout --
cell             count
inv_1             2105
edfxtp_1          2048
mux4_2             512
a22oi_1            256
nor2_1             231
clkbuf_16          213
buf_4              181
a21oi_1            128
clkinvlp_2          64
bufinv_16           36
o41ai_1             32
nor3_1              30
nand2_1             28
buf_12              16
clkdlybuf4s50_1     15
nand3_1             13
inv_4               12
nand4_1              8
dfxtp_1              8
clkbuf_8             8
inv_6                7
nand2b_1             6
clkinv_4             6
diode_2              5
nor2b_1              5
clkinv_8             5
-- final cells by class --
| class | count | area share [%] |
|---|---|---|
| multi-input cells | 1258 | 16.3 |
| repair buffers | 222 | 2.03 |
| diodes | 5 | 0.0129 |
| flip-flops and latches | 2056 | 63.6 |
| clock buffers | 213 | 5.50 |
| clock inverters | 2238 | 9.95 |
| well taps | 2058 | 2.66 |
| inverters | 1 | 0.00387 |
-- layer usage --
metal / GRT usage [%] / vias up
met5: 3.93 / -
met4: 12.0 / 30
met3: 26.6 / 339
met2: 37.4 / 2677
met1: 33.5 / 21273
li1: - / 19635
-- worst max-delay path, stage by stage --
cell     delay, ns
buf_8         0.42
buf_4         0.60
mux4_2        0.58
a22oi_1       0.32
a21oi_1       0.12
o41ai_1       1.15
nand4_1       0.24
-- cells by family after synthesis --
| kind of cell | Yosys count | synth area share (%) |
|---|---|---|
| AND-OR/OR-AND | 416 | 3.62 |
| buffers and inverters | 234 | 1.38 |
| flip-flops | 2056 | 78.6 |
| multiplexers | 512 | 14.7 |
| AND/OR/NAND/NOR | 330 | 1.73 |
-- report_power, final --
| part | switching (mW) | leakage [nW] | internal, mW |
|---|---|---|---|
| sequential | 0.00905 | 18.5 | 6.10 |
| clock | 3.36 | 14.5 | 3.76 |
| combinational | 0.329 | 5.32 | 0.178 |
-- metrics by stage --
stage	setup slack [ns]	hold slack [ns]	cell area, um2
finish	1.73	0.948	97000
global route	1.57	1.01	97000
CTS	1.90	0.949	96900
detailed placement	1.08	0.958	82000
floorplan	2.52	0.819	78500
global placement	1.07	0.958	82000
-- worst max path at each step --
stage / slack (ns) / depth (start not counted) / endpoint
4_1_cts: 1.90 / 8 / d_out[1]$_DFF_N_
5_1_grt: 1.57 / 7 / d_out[4]$_DFF_N_
6_report: 1.73 / 7 / d_out[4]$_DFF_N_
Power figures rest on the tool's default switching activity, not on a simulated workload.
